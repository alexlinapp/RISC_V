`flow/config.mk`:
```
export PLATFORM = sky130hd
export DESIGN_NAME = dmem
export DESIGN_NICKNAME = dmem
export VERILOG_FILES = /design/flow/design.v
export SDC_FILE = /design/flow/constraint.sdc
export NUM_CORES = 4
export LEC_CHECK = 1
export CORE_UTILIZATION = 30
```
`flow/constraint.sdc`:
```
current_design dmem

set clk_period 41.0
set clk_io_pct 0.2

create_clock -name clk0 -period $clk_period [get_ports {clk}]

set non_clock_inputs [all_inputs -no_clocks]
set_input_delay [expr $clk_period * $clk_io_pct] -clock clk0 $non_clock_inputs
set_output_delay [expr $clk_period * $clk_io_pct] -clock clk0 [all_outputs]
```
`flow/run.sh`:
```
#!/bin/bash
# OpenROAD 26Q1-2900-gdf79404cd8, Yosys 0.63+post, stock flow scripts
make -C /OpenROAD-flow-scripts/flow DESIGN_CONFIG=/design/flow/config.mk WORK_HOME=/design/flow/orfs finish
```
`flow/design.v`:
```
module dmem
    (
        input   logic           clk,
        input   logic [3:0]     we,
        input   logic [31:0]    a, wd, 
        output  logic [31:0]    rd,
        cpu_if  intf
    );
    logic [31:0] RAM[63:0];      
    assign rd = RAM[a[31:2]];
    initial begin
        for (int i = 0; i < 64; i++) begin
            RAM[i] = 32'b0;
        end
    end
    always_ff @(posedge clk) begin
        for (int i = 0; i < 64; i++) begin
            intf.DMEM[i] = RAM[i];
        end
    end
    always_ff @(posedge clk)
        begin
            if (we[3])
                RAM[a[31:2]] <= wd;
            else if (we[1])
                RAM[a[31:2]][8*a[1:0] +:16] <= wd[15:0];
            else if (we[0])
                RAM[a[31:2]][8*a[1:0] +:8] <= wd[7:0];
        end   
endmodule
```
==> Slide: Implementation Results <==
Run Summary

Global routing
  – Met2 GRT Util: 28.1%
  – First-pass GRT wire length: 356 mm
  – Initial antenna violation count: 25
  – Largest net degree at the start of global routing: 92
  – Vias in the first global route: 48900
  – Busiest grt layer: met2
  – Met3 Use GR: 16.0%
  – GRT Resource Usage Total: 19.7%
  – Total global routing overflow: 0
  – GRT met1 Usage: 20.2%

Flow run
  – Max-cap viol count: 0
  – OpenROAD warning count: 51

Final timing
  – Crit share post-route: 52.9%
  – FMAX: 46.1 MHz
  – Fin. Hold Viols: 0
  – Slew margin rel.: 12.4%
  – Setup ws final: 19.31 ns
  – Slew Viols, Final: 0
  – Endpoints failing setup: 0
  – Fin crit period: 21.69 ns
  – Worst-Margin Slew: 1.31 ns
  – Final TNS setup: 0 ns
  – RSZ-0062 raised after global routing: no
  – Hold_ws: 8.05 ns

Placement
  – Placed cell count: 8321
  – # port buffers: 75
  – GP Congestion: 0.925
  – Dpl hpwl: 156 mm
  – Placement Setup Slack: 19.34 ns

Cells and area
  – Final non-filler cell total: 8706
  – Synth-to-layout area growth: 15.1%
  – Fillers: 24800
  – Max FFs per register: 2048
  – Layout cell share with drive strength beyond 1: 16.8%

Logic synthesis
  – Seq share, synth: 75.7%
  – Cell Area, Synth: 81200 um2
  – Top-area cell share: 75.7%
  – Synthesized netlist cell count: 4809
  – Ys async rst share: 0%
  – YS warnings: 513
  – Number of enable flip-flop cells: 2048
  – Top FF cell, synth: edfxtp_1
  – Yosys stat area: 81200 um2
  – # Cells Yosys: 4809
  – FF+latch count, synth: 2048
  – Cell area leaders: edfxtp_1, mux4_2, a221oi_1
  – Yosys top cell by area: edfxtp_1
  – Cell variety after synth: 67
  – Synthesized area per cell: 16.9 um2

Power and ir drop
  – Max IR drop VDD: 38.5 uV
  – Lkg Pwr: 29.2 nW
  – Int Power: 3.45 mW
  – Combinational power share: 6.8%
  – Switch Pwr: 1.00 mW
  – Clock share of power: 40.5%
  – Pwr Density: 47.6 nW/um2
  – Switch share: 22.5%
  – Total Power: 4.45 mW
  – Seq pwr share: 52.7%

Clocking
  – Total CTS buffers: 204
  – Hold Buf Count CTS: 0
  – Clk sink count: 2048
  – Root buffer cell: clkbuf_16
  – Htree depth: 4
  – CTS tree: yes
  – Setup Buffers After CTS: 0
  – Bufs on Longest Clock Path: 3
  – Clock transition at path regs: 0.06 ns
  – Post-cts sizing count: 0

Critical path
  – CP dominant cell by count: buf_4
  – Largest stage delay on the critical path: 0.78 ns
  – Critical Path AT: 13.49 ns
  – Critical Path Start: a[4]
  – CP Max Fanout: 44
  – Startpoint types: primary input
  – Crit-path cells: buf_8 -> buf_4 -> buf_4 -> and3b_2 -> buf_4 -> a22oi_1 -> a41oi_1 -> a2111oi_2 -> nand4_1 -> clkdlybuf4s50_1
  – Crit path capture type: primary output
  – Worst endpoint required time: 32.80 ns
  – Critical path type: primary input to primary output
  – Worst-path cell with the longest stage delay: nand4_1

Hold path
  – HP Start: wd[0]
  – HP Class: primary input to flop

Floorplan
  – Num ports: 101
  – Core footprint: 269000 um2
  – Die H: 522 um
  – Die area: 273000 um2
  – # rows: 190
  – Core Util at FP: 30.2%
  – Die Wd: 522 um

Drt
  – 1st-pass router iterations: 8
  – # DRC: 0
  – Post-DRT Antenna Nets: 0
  – Total routed wirelength: 253 mm
  – WL/cell: 29.0 um
  – 1st-iter DRT viols: 3792
  – Drt via density: 5.39
  – Vias: 46900

Status
  – Status: completed
-- critical path, delay by kind of cell --
kind,cells,cell delay (ns)
buf+inv,5,2.54
compound gates,3,1.28
simple gates,2,1.32
-- cell type report --
cell class | count | area (um2) | area share, %
clock inverters | 119 | 1070 | 1.14
clock buffers | 251 | 5370 | 5.74
diodes | 15 | 37.5 | 0.0402
well taps | 3552 | 4440 | 4.76
repair buffers | 349 | 2820 | 3.02
flip-flops and latches | 2048 | 61500 | 65.8
multi-input cells | 2366 | 18200 | 19.4
inverters | 6 | 32.5 | 0.0348
-- synth_stat cells, types with 83 or more instances --
cell         n
mux2i_1    173
buf_2      122
nand2b_1   101
a22oi_1    203
mux4_2     117
o22ai_1     99
edfxtp_1  2048
o21ai_0     83
a21oi_1    119
nor2_1     299
nand2_1    276
clkbuf_1   195
a221oi_1   281
-- power groups by stage --
stage                 Combinational [mW]  Sequential, mW  Clock [mW]
final                              0.302            2.34        1.80
after global routing               0.319            2.34        1.90
after CTS                          0.301            2.34        1.82
-- kinds of logic (layout without fill, tap and decap cells) --
logic type | Yosys count | in the layout | share of synthesized area, %
flip-flops | 2048 | 2048 | 75.7
AND-OR/OR-AND | 1022 | 1022 | 9.54
AND/OR/NAND/NOR | 989 | 989 | 6.10
buffers and inverters | 395 | 725 | 2.34
multiplexers | 355 | 355 | 6.28
other | 0 | 15 | 0
-- metrics by stage --
stage	util, %	cell area, um2
2_1_floorplan	-	81200
3_3_place_gp	32.4	87000
3_5_place_dp	32.4	87000
4_1_cts	34.8	93400
5_1_grt	34.8	93400
6_report	34.8	93400
-- routing by layer --
metal / up-vias / share of wire (%)
met2: 3089 / 45
met3: 591 / 18
li1: 19900 / -
met5: - / 0.47
met1: 23300 / 31
met4: 53 / 6.1
-- layout by cell type (no fill, tap or decap), types with 12 or more instances in the layout --
cell / netlist / layout
a31oi_1: 30 / 30
a22o_1: 25 / 25
clkinv_1: 0 / 40
nor2_1: 299 / 293
clkbuf_16: 0 / 208
o22a_1: 26 / 26
and3_1: 61 / 60
clkinv_2: 0 / 42
clkdlybuf4s50_1: 0 / 64
diode_2: 0 / 15
mux2_2: 65 / 65
bufinv_16: 0 / 15
nor3_1: 18 / 17
a31o_2: 12 / 12
nor4_1: 13 / 13
nor3b_1: 56 / 54
o21ai_0: 83 / 75
o22ai_1: 99 / 99
nand4_1: 17 / 17
o221ai_1: 16 / 16
or3b_2: 24 / 24
o2bb2ai_1: 17 / 17
nand2b_1: 101 / 98
mux4_2: 117 / 117
nand3b_1: 52 / 52
a2111oi_2: 12 / 12
edfxtp_1: 2048 / 2048
clkbuf_1: 195 / 43
a221oi_1: 281 / 281
nand3_1: 28 / 27
a22oi_1: 203 / 203
buf_4: 24 / 271
a221o_1: 27 / 27
a21oi_1: 119 / 111
nand2_1: 276 / 276
mux2i_1: 173 / 173
-- final timing paths --
kind / to / depth (start not counted) / slack, ns
setup / recovery: rd[15] / 10 / 19.31
hold / removal: RAM[47][0] / 2 / 8.05
No activity file was given, so power comes from the tool's default toggle rates.
