[./design.v]
module regfile
    #(parameter XLEN = 32)
    (
        input logic                 clk,
        input logic                 we3,
        input logic     [4:0]       a1, a2, a3,
        input logic     [XLEN-1:0]  wd3, 
        output logic    [XLEN-1:0]  rd1, rd2,
        cpu_if intf      
    );
    logic [XLEN-1:0] rf[31:0];
    initial begin
        for (int i = 0; i < 32; i++)
            rf[i] = 32'b0;
    end
    always_comb begin 
        for (int i = 0; i < 32; i++) begin
            intf.rf[i] = rf[i];
        end
    end
    always_ff @(negedge clk)
        if (we3)
            rf[a3] <= wd3;
    assign rd1 = (a1 != 0) ? rf[a1] : 0;    
    assign rd2 = (a2 != 0) ? rf[a2] : 0;
endmodule
module csr_regfile
    (
        input   logic               clk,
        input   logic               we,
        input   logic [11:0]        address,
        input   logic [31:0]        writeData,
        output  logic [31:0]        readData  
    );
    logic [31:0] csr_rf [10:0];
    initial begin
        for (int i = 0; i < 11; i++) begin
            csr_rf[i] = '0;
        end
    end
    always_ff @(posedge clk) begin
        if (we)
            csr_rf[address] <= writeData;
    end
    assign readData = csr_rf[address];
endmodule
[./config.mk]
export PLATFORM = sky130hd
export DESIGN_NAME = regfile
export DESIGN_NICKNAME = regfile
export VERILOG_FILES = /design/flow/design.v
export SDC_FILE = /design/flow/constraint.sdc
export NUM_CORES = 4
export LEC_CHECK = 1
export CORE_UTILIZATION = 30
[./constraint.sdc]
current_design regfile

set clk_period 8.9
set clk_io_pct 0.2

create_clock -name clk0 -period $clk_period [get_ports {clk}]

set non_clock_inputs [all_inputs -no_clocks]
set_input_delay [expr $clk_period * $clk_io_pct] -clock clk0 $non_clock_inputs
set_output_delay [expr $clk_period * $clk_io_pct] -clock clk0 [all_outputs]
[./run.sh]
#!/bin/bash
# OpenROAD 26Q1-2900-gdf79404cd8, Yosys 0.63+post, stock flow scripts
make -C /OpenROAD-flow-scripts/flow DESIGN_CONFIG=/design/flow/config.mk WORK_HOME=/design/flow/orfs finish
==> ci_impl_report.md <==
### Yosys + OpenROAD results

| Metric | Value |
|---|---|
| Status | finished, violations left |
| Failing checks | setup timing |
| Register area | just over 30,000 µm² |
| Post-synthesis average cell area | 20.6 µm² |
| Slew at the pin closest to its max-slew limit | 1.21 ns |
| M1 GR Usage | 0.195 |
| CTS Root Cell | clkbuf_16 |
| Final Hold Fails | 0 |
| Worst Hold Path Cells | 4 |
| Number of synthesized flops with an enable pin | between 1,000 and 1,500 |
| # Cells Yosys | 2,291 |
| Gr ovfl total | 0 |
| Port bufs | roughly 110 |
| Max reg flops | ~1,000 |
| Die width | 398 µm |
| Fillers | ~14,000 |
| Multi-input logic area | 17,000 µm² |
| Core footprint | around 160,000 µm² |
| # Max-Cap Violations | 0 |
| Initial antenna violation count | 7 |
| Required @ worst endpoint | between 7 and 8 ns |
| Largest net degree at the start of global routing | about 90 |
| Die extent in y | 398 µm |
| CP Launch Type | flip-flop |
| Setup violators final | 3 |
| Share of cells above drive strength 1 | 0.295 |
| Max VDD drop | 0.170 mV |
| Hold Path Origin | a2[1] |
| Clock Path Buffers | 3 |
| Unrepaired setup endpoints after global routing | true |
| First-pass GRT wire length | 223,000 µm |
| Pwr dens | roughly 220 nW/µm² |
| Met2 Use GR | 0.309 |
| Crit path capture type | output port |
| Dominant logic cell types in the final layout | inv_1 (1,039), edfxtp_1 (1,024), mux4_2 (465) |
| Most Used Layer, Global Route | met2 |
| Yosys warning tally | 257 |
| WL/cell | between 20 and 30 µm |
| Top cells, area | edfxtp_1 (65%), mux4_2 (22%), mux2i_1 (3.4%), o22ai_1 (1.4%), a22o_1 (0.99%) |
| Synth unique cells | around 40 |
| Vias per cell | roughly 5.3 |
| Drt first pass iters | 16 |
| HP Class | in -> out |
| Synthesized instance count | ~2,300 |
| Num rows | ~150 |
| Tot Pwr | 13.2 mW |
| Clock slew at reported path FFs | 0.03 ns |
| Top cell excl fill/tap | inv_1 |
| Fp_density | 0.302 |
| Mapped cell area | approximately 47,000 µm² |
| Fin. max-slew vios | 0 |
| Global-route usage over all layers | 0.211 |
| Post-layout util | 0.390 |
| Final WL | roughly 150,000 µm |
| DRC violations left | 0 |
| Post-synth top area cell | edfxtp_1 |
| TritonCTS Sinks | between 1,000 and 1,500 |
| Detailed Place HPWL | roughly 87,000 µm |
| Die area | 159,000 µm² |
| FFs w/ async S/R, synth | 0 |
| FF+latch count, synth | between 1,000 and 1,500 |
| Slack of the critical path | -0.0730 ns |
| Seq/Total Area, Yosys | 0.653 |
| I/O pin cnt | 113 |
| CTS buffer count | roughly 110 |
| GPL Wtd Cong | roughly 0.86 |
| Total number of vias | about 30,000 |
| Lkg Pwr | about 23 nW |
| Biggest register | rf |
| DR iter-0 viols | 1,792 |
| Yosys stat chip area | roughly 47,000 µm² |
| Crit Path Category | reg -> out |
| Area Growth Syn to Fin | 29.3% |
| Max-area cell share | 0.653 |
| Hold Path Sink | rd2[12] |
| Met3 capacity usage during global routing | 0.189 |
| Dominant register cell | edfxtp_1 |
| Setup WS pre-CTS | -0.0554 ns |
| Biggest regs | rf x1024 |
| Number of global-route vias before repair | between 30,000 and 40,000 |
| Rel. slew slack | 0.189 |
| Worst path arrival time | approximately 7.2 ns |
| OpenROAD warning count | between 1,000 and 1,500 |
| Max H-tree Level | 3 |
| Critical path fanouts, max | 2 |
| CTS Hold Buffers Added | 0 |
| ANT nets after route | 0 |
| Setup TNS | -0.123 ns |
| TritonCTS clock tree | yes |
routing by layer:
metal / up-vias / part of all wire
li1: 12585 / -
met1: 14611 / 0.30
met2: 2365 / 0.48
met3: 384 / 0.18
met4: 10 / 0.045
met5: - / 0.00065
kinds of logic (layout without fill, tap and decap cells):
logic type / after synthesis / count (layout) / synth area share
buffers and inverters: 196 / 1501 / 0.0226
DFF: 1024 / 1024 / 0.653
muxes: 658 / 658 / 0.264
and+or+nand+nor: 149 / 149 / 0.0163
other: 0 / 1 / 0
AOI/OAI and AO/OA: 264 / 264 / 0.0436
power by group:
part	switching, mW	leakage [nW]	total [mW]	internal (mW)
registers	0.0249	9.22	5.44	5.41
logic	0.584	6.61	1.04	0.457
clock network	3.10	7.37	6.74	3.65
what timing repair did:
| item | in CTS | in global routing |
|---|---|---|
| pin swaps | 79 | 37 |
| setup endpoints to repair | 64 | 43 |
| gates resized | 269 | 85 |
| setup buffers | 8 | 9 |
how the worst max path moves through the flow:
stage                       from      end
after CTS              rf[28][1]   rd1[1]
after global routing  rf[18][27]  rd1[27]
final                 rf[27][27]  rd1[27]
synthesized netlist by cell type, drive strengths merged (7+ instances only):
cell     instances
mux2            33
mux2i          160
a21oi            8
clkbuf          69
nor2b           13
buf            123
nor2            39
nand2            7
a2111oi         61
a22oi           16
nand3b           7
mux4           465
edfxtp        1024
nor3            55
a22o            53
o22ai          105
stage by stage:
step                      hold WS [ns]  instances  cell area, µm²
after CTS                         4.45       5649           60500
final                             4.36       5655           60900
after detailed placement          4.55       4427           51700
after global placement            4.56       4427           51700
after floorplan                   3.76       2291           47100
after global routing              4.43       5654           60900
layout make-up:
class | count | area share
tap | 2058 | 0.0423
multi-input combinational | 1071 | 0.279
inverter | 3 | 0.000185
timing repair buffer | 276 | 0.0456
antenna | 1 | 0.0000411
clock inverter | 1116 | 0.0845
sequential | 1024 | 0.505
clock buffer | 106 | 0.0436
worst max-delay path: stages, from the launching register on:
cell,delay [ns]
edfxtp_1,0.34
mux4_2,0.26
mux2i_2,0.09
a32o_1,0.24
nor4_2,0.39
buf_4,0.22
clkdlybuf4s50_1,0.48
Power is estimated from default activity; no workload was simulated.
